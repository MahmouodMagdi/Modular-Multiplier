`/design/flow/design.v`:
```
`timescale 1ns / 1ps
module shift_sub_mod_mul #(
	parameter Data_Width = 256
)(
	input  logic 				  	          i_clk		,                    
	input  logic 				  	          i_rst_n	,                    
	input  logic 				  	          i_load	,                    
  input  logic [Data_Width - 1 : 0] i_a		  ,                    
  input  logic [Data_Width - 1 : 0] i_b		  ,                    
  input  logic [Data_Width - 1 : 0] i_m		  ,                    
	output logic 				  	          o_ready	,                    
	output logic  				  	        o_busy	,                    
  output logic [Data_Width - 1 : 0] o_p                          
);
logic [Data_Width + 1 : 0] a_reg	 ;									 
logic [Data_Width - 1 : 0] b_reg	 ;									 
logic [Data_Width + 1 : 0] m_reg	 ;									 
logic [Data_Width + 1 : 0] p_reg	 ;									 
logic [Data_Width + 1 : 0] x1, x2	 ;
logic [Data_Width + 1 : 0] p1, p2, p3;								
always_ff @(posedge i_clk or negedge i_rst_n) begin
	if (!i_rst_n) 
	begin
        a_reg   <= 'b0;
        b_reg   <= 'b0;
        m_reg   <= 'b0;
        p_reg   <= 'b0;
        o_busy  <= 'b0;
        o_ready <= 'b0;
    end 
    else 
    begin
		o_ready <= 1'b0;
        if (i_load) 
        begin
            a_reg  <= {2'b00,i_a};
            b_reg  <= i_b		 ;
            m_reg  <= {2'b00,i_m};
            p_reg  <= 'b0		 ;
            o_busy <= 1'b1		 ;
        end 
        else 
        begin
            if (o_busy) 
            begin
				if (b_reg == 0) 
                begin
					o_ready <= 1;
                    o_busy  <= 0;
				end 
                else 
                begin
					a_reg <= x2;
                    b_reg <= {1'b0, b_reg[Data_Width - 1 : 1]};
                    p_reg <= p3;
				end
            end
        end
    end
end
assign p1  = b_reg[0] ? (p_reg + a_reg) : p_reg;
assign p2  = p1 - m_reg;														
assign p3  = p2[Data_Width + 1] ? p1 : p2;
assign x1  = {a_reg[Data_Width : 0],1'b0} - m_reg;								
assign x2  = x1[Data_Width + 1] ? {a_reg[Data_Width : 0] , 1'b0} : x1;
  assign o_p = p3[Data_Width - 1 : 0];
endmodule
```
`/design/flow/config.mk`:
```
export PLATFORM = sky130hd
export DESIGN_NAME = shift_sub_mod_mul
export DESIGN_NICKNAME = shift_sub_mod_mul
export VERILOG_FILES = /design/flow/design.v
export SDC_FILE = /design/flow/constraint.sdc
export NUM_CORES = 4
export LEC_CHECK = 1
export CORE_UTILIZATION = 40
```
`/design/flow/constraint.sdc`:
```
current_design shift_sub_mod_mul

set clk_period 139.8
set clk_io_pct 0.2

create_clock -name clk0 -period $clk_period [get_ports {i_clk}]

set non_clock_inputs [all_inputs -no_clocks]
set_input_delay [expr $clk_period * $clk_io_pct] -clock clk0 $non_clock_inputs
set_output_delay [expr $clk_period * $clk_io_pct] -clock clk0 [all_outputs]
```
`/design/flow/run.sh`:
```
#!/bin/bash
# OpenROAD 26Q1-2900-gdf79404cd8, Yosys 0.63+post, stock flow scripts
make -C /OpenROAD-flow-scripts/flow DESIGN_CONFIG=/design/flow/config.mk WORK_HOME=/design/flow/orfs finish
```
==> notes.md <==
yosys + openroad results -> Synth Area per Inst=7.26 um^2, Seq/Total Area, Yosys=23.8%, OpenROAD warning count=55, commonest cells in the synthesized netlist=2,152 x nand2_1, 1,773 x a21oi_1, 1,581 x o21ai_0, Max clock buf depth=4, first-pass GRT wire length=873,000 um, Insertion Delay late pin=0.90 ns, Yosys top cell by area=dfrtp_1, worst hold path type=reg -> reg, Max-slew headroom=14.2%, crit path DRT=111.84 ns, WL final=635,000 um, distinct cell type count after synthesis=102, RePlAce Congestion=1.15, post-CTS setup buffer count=0, Synth Cell Area=0.108 mm^2, Total GRT Usage=46.7%, Top cell area share=23.8%, DP Wirelength=537,000 um, RSZ-0062 raised after global routing=no, # DRC=0, hold_sp=a_reg[257], TritonCTS clock tree=done, final setup vio count=0, crit-path max FO=55, critical path buffer and inverter count=3, Critical Path Start=a_reg[46], port buffer count=1,028, status=finished clean, top cells by area, synth=dfrtp_1 24%, ha_1 8.9%, a21oi_1 8.2%, Worst R2R Path Depth=33, Cells after Synth=14.9k, Detailed Routing Iterations Pass 1=7, CP Launch Type=flop, DR vias/cell=6.32, slowest cell delay on critical path=0.98 ns, register bit total from synthesis=1,030, critical path's slowest cell=nor4_1, grt met3 use=17.5%, grt met1 use=63.3%, ys flop type=dfrtp_1, final tally of max-slew violations=0, Clock Skews=0.110 ns, CTS buffer count=145, post-layout min period=42.32 ns, WP data arrival=14.35 ns, chip area=0.273 mm^2, Hold Path End=a_reg[257], Final Worst Setup Slack=97.49 ns, DRT iter0 DRCs=13.4k, die width=522 um, flip-flops with a built-in enable=0, delay-heaviest family, CP=simple AND/OR/NAND/NOR gates, Core Util at FP=40.3%, Slew @ Worst Pin=1.28 ns, DP Worst Slack=99.19 ns, TritonCTS Sinks=1,030, GR peak layer=met2, CTS H-tree depth=4, R2R Path Start=a_reg[46], area delta synth->final=17.4%, CTS resizes=0, yosys cell count=14.9k, reg2reg setup slack=126.25 ns, die height=522 um, pin count of the biggest net entering global routing=189, initial antenna violation count=65, CP Class=reg -> out, Avg WL per Cell=33.1 um, vias=121k, most frequent cell after synthesis=nand2_1, Async SR Flop Fraction=100%, R2R Path End=p_reg[123], Tcrit/Tclk final=30.3%, ANT nets after route=0, M2 GR Usage=63.9%, setup tns final=0 ns, Max Cap Viol=0, hold buffers post-CTS=0, root buffer cell=clkbuf_16, CTS clk-pin slew, worst paths=0.06 ns, share of post-route cells with drive strength above 1=6.05%, post-layout util=47.4%, Synth Warn #=1, Hold Fails Final Rpt=0, Max Freq=23.6 MHz, hold path cells=2, io pins=1,029, Yosys chip area=0.108 mm^2, Core ar.=0.268 mm^2, Critical Path Sink Type=primary output, grt ovf=0, Rows=190, vias in the first global route=114k
-- stage by stage --
step           area, um^2  cells  hold WS, ns
5_1_grt            127000  19168        0.561
6_report           127000  19212        0.545
3_3_place_gp       122000  18903        0.524
3_5_place_dp       122000  18903        0.532
4_1_cts            127000  19157        0.545
2_1_floorplan      108000  14918        0.469
-- cells in the final DEF, fill, tap and decap left out, drive strengths merged, types with 282 or more instances in the layout --
cell type      instances
ha                   770
clkdlybuf4s50       1026
a21oi               1775
buf                  294
o21bai               282
dfrtp               1030
o21ai               1613
nand2               2152
xnor2                473
nor3                 312
inv                  614
mux2i                439
nand4                446
nor2                1321
a21o                 384
-- how the worst max path moves through the flow --
stage | to | slack (ns) | depth (start not counted)
global route | o_p[120] | 97.34 | 34
finish | o_p[120] | 97.49 | 33
CTS | o_p[120] | 98.19 | 34
-- metal layers --
metal / share of wire (%) / vias to the layer above
met1: 41 / 58448
met3: 12 / 1226
met4: 7.1 / 38
met2: 40 / 6548
li1: - / 55148
met5: 0.076 / -
-- final cells by class --
cell class / count / area (um^2)
repair buffers: 1320 / 12600
fillers: 26899 / 141000
diodes: 55 / 138
multi-input cells: 12397 / 77000
flip-flops and latches: 1030 / 25800
clock inverters: 59 / 791
clock buffers: 195 / 4110
well taps: 3552 / 4440
inverters: 604 / 2280
-- logic make-up (layout without fill, tap and decap cells) --
family | after synthesis | after routing | synth area share (%)
compound gates | 5121 | 5121 | 28.4
simple gates | 5062 | 5062 | 20.9
buf+inv | 1491 | 2178 | 5.21
flops | 1030 | 1030 | 23.8
fa+ha+maj | 773 | 773 | 8.96
xor+xnor | 751 | 751 | 6.08
mux | 690 | 690 | 6.67
other cells | 0 | 55 | 0
-- worst min-delay path: cells and delay by family (launching register included) --
family	cells	cell delay, ns
DFF	1	0.38
AOI/OAI and AO/OA	1	0.06
and+or+nand+nor	1	0.06
